===== /design/flow/run.sh =====
#!/bin/bash
# OpenROAD 26Q1-2900-gdf79404cd8, Yosys 0.63+post, stock flow scripts
make -C /OpenROAD-flow-scripts/flow DESIGN_CONFIG=/design/flow/config.mk WORK_HOME=/design/flow/orfs finish

===== /design/flow/config.mk =====
export PLATFORM = sky130hd
export DESIGN_NAME = Mux2to1
export DESIGN_NICKNAME = Mux2to1
export VERILOG_FILES = /design/flow/design.v
export SDC_FILE = /design/flow/constraint.sdc
export NUM_CORES = 4
export LEC_CHECK = 1
export CORE_AREA = 10 10 71 71
export DIE_AREA = 0 0 81 81

===== /design/flow/constraint.sdc =====
current_design Mux2to1

set clk_period 1.0
set clk_io_pct 0.2

create_clock -name clk0 -period $clk_period

set non_clock_inputs [all_inputs -no_clocks]
set_input_delay [expr $clk_period * $clk_io_pct] -clock clk0 $non_clock_inputs
set_output_delay [expr $clk_period * $clk_io_pct] -clock clk0 [all_outputs]

===== /design/flow/design.v =====
`timescale 1ns/1ns
module Mux2to1 (
    input [31:0] in0,
    input [31:0] in1,
    input sel,
    output [31:0] out
);
    assign out = (sel) ? in1 : in0;
endmodule

==> results.yml <==
# generated from flow reports
global_routing:
  grt_max_degree: 11
  grt_pass1_wl_um: 4140
  grt_pass1_vias: 764
  grt_overflow: 0
  grt_antenna_before_repair: 0
  track_usage_pct: 7.79
sta:
  fin_crit_ns: 1.18
  worst_slew_pin_slew_ns: 0.0870
  setup_viol: 32
  finalCritPeriodShare_pct: 118
  rsz0062_at_grt: "yes"
  postLayoutSetupSlackWorst_ns: -0.179
  max_freq_mhz: 848
  hold_viol: 0
  relSlewSlack_pct: 94.2
  fin_hold_ws_ns: 0.691
  final-max-slew-violation-count: 0
layout:
  flop_area_um2: 0
  final_area_um2: 1590
  area_growth_pct: 192
  drive_above_1_share_pct: 54.0
  final_util_pct: 43.8
  nClkBuffers: 0
  layout_top_cells: "dlygate4sd2_1, mux2_4, buf_6"
  fillers: 357
  lay_top_count: "dlygate4sd2_1"
  seq_cell_count: 0
die:
  core-area_um2: 3630
  io_pins: 97
  die_h_um: 81
  die_area_um2: 6560
  rows: 22
  fp.dieW_um: 81
  floorplan.core_util_pct: 15.0
synthesis:
  syn_area_um2: 544
  top_cell_area_share_pct: 82.8
  avgSynthCellArea_um2: 15.1
  synth.distinct_cells: 4
  top_area_cell: "mux2_4"
  yosysSeqAreaShare_pct: 0
  yosys_warnings: 0
  topCellsByArea: "mux2_4, buf_12, mux2_2"
  yosys_area_um2: 544
  ys_cells: 36
  syn_inst: 36
cts:
  hold_buffers: 0
outcome:
  violations: "setup timing"
  run_status: "complete, but fails checks"
routing:
  diodes: 0
  firstDrtPassIters: 2
  via_per_inst: 3.82
  wl_per_cell_um: 15.4
  route.vias.total: 715
  drtIter0Drc: 3
  ant_nets: 0
  routed_wl_um: 2880
  drc_errors: 0
power_and_ir_drop:
  power_uw: 624
  p_int_uw: 487
  ir_drop_uv: 169
  switchingPower_uw: 137
  leakagePower_nw: 0.872
  combPwrFrac_pct: 100.0
  p_seq_share_pct: 0
  cellPowerDensity_nw_per_um2: 392
  power_frac_clock_pct: 0
  switching_share_pct: 22.0
place:
  hpwl_um: 2500
  gp_congestion: 0.832
  pre_cts_ws_ns: -0.512
  dpl_cell_area_um2: 1540
  io_buffers: 97
setup_path:
  cp-start-kind: "primary input"
  worstPathRequired_ns: 0.80
  startpoint: "sel"
  worstPathMaxFanout: 6
  arrival_ns: 0.98
  endpoint_kind: "output pin"
  worst-setup-path-type: "primary input to output pin"
hold_path:
  hp-start: "in1[29]"
  hp-class: "primary input to output pin"
run:
  tool_warnings: 34
  cap_violations: 0
==> critical path: stages <==
cell and delay (ns):
buf_12 0.12, buf_12 0.13, buf_12 0.12, mux2_4 0.29, buf_6 0.11
==> path summary, 6_finish.rpt <==
check / end / slack [ns] / depth (start not counted)
setup / recovery: out[4] / -0.18 / 5
hold / removal: out[29] / 0.69 / 3
==> layout make-up <==
| class | instances | area [um2] | area share (%) |
|---|---|---|---|
| multi-input combinational | 32 | 477 | 30.0 |
| tap | 48 | 60.1 | 3.78 |
| timing repair buffer | 107 | 1050 | 66.2 |
==> metrics by stage <==
step                      std cells  setup TNS, ns
after global placement          179         -15.61
after CTS                       186          -3.62
after global routing            187          -3.86
after floorplan                  36              0
after detailed placement        179         -15.81
final                           187          -3.30
==> Yosys cell counts <==
library cell and instances:
mux2_4 30, buf_12 3, mux2_2 2, buf_6 1
==> power by group through the flow <==
stage	registers (mW)	logic (mW)	clock network, mW
4_1_cts	0	0.614	0
6_report	0	0.624	0
5_1_grt	0	0.666	0
==> timing repair <==
action                                  4_1_cts  5_1_grt
cloned                                        2        0
gates resized                               171       10
endpoints found under the setup margin       32       32
setup buffers                                 5        1
==> cell families after synthesis <==
kind of cell	synth area share, %
mux	86.9
buf+inv	13.1
==> routing by layer <==
layer / vias up / part of all wire [%] / track usage [%]
met2: 50 / 50 / 14.3
met1: 320 / 37 / 9.03
li1: 345 / - / -
met5: - / 0 / 0
met4: 0 / 0 / 0
met3: 0 / 12 / 2.78
No activity file was given, so power comes from the tool's default toggle rates.
